`flow/config.mk`:
```
export PLATFORM = sky130hd
export DESIGN_NAME = top_nn_f0
export DESIGN_NICKNAME = top_nn_f0
export VERILOG_FILES = /design/flow/design.v
export SDC_FILE = /design/flow/constraint.sdc
export NUM_CORES = 4
export LEC_CHECK = 1
export CORE_UTILIZATION = 50
```
`flow/constraint.sdc`:
```
current_design top_nn_f0

set clk_period 17.5
set clk_io_pct 0.2

create_clock -name clk0 -period $clk_period

set non_clock_inputs [all_inputs -no_clocks]
set_input_delay [expr $clk_period * $clk_io_pct] -clock clk0 $non_clock_inputs
set_output_delay [expr $clk_period * $clk_io_pct] -clock clk0 [all_outputs]
```
`flow/design.v`:
```
module top_nn_f0(clk,in,filter1,filter2,filter3,filter4,out1,out2);
input clk;
input [287:0]in;
input [17:0]filter1;
input [17:0]filter2;
input [17:0]filter3;
input [17:0]filter4;
output [255:0]out1,out2;
wire [199:0]o2,o3;
top_pe_12x12 f1(clk,in,filter3,o2);
top_pe_12x12 f2(clk,in,filter2,o3);
top_pe_10x10 f5(clk,o2,filter3,out1[127:0]);
top_pe_10x10 f6(clk,o2,filter4,out2[127:0]);
top_pe_10x10 f7(clk,o3,filter2,out1[255:128]);
top_pe_10x10 f8(clk,o3,filter2,out2[255:128]);
endmodule
module pe_new_10x10(clk,in,filter,out);
input clk;
input [19:0]in;
input [5:0]filter;
output [15:0]out;
assign out[1:0] = in[1:0] * filter[1:0] + in[3:2] * filter[3:2] + in[5:4] * filter[5:4];
assign out[3:2] = in[3:2] * filter[1:0] + in[5:4] * filter[3:2] + in[7:6] * filter[5:4];
assign out[5:4] = in[5:4] * filter[1:0] + in[7:6] * filter[3:2] + in[9:8] * filter[5:4];
assign out[7:6] = in[7:6] * filter[1:0] + in[9:8] * filter[3:2] + in[11:10] * filter[5:4];
assign out[9:8] = in[9:8] * filter[1:0] + in[11:10] * filter[3:2] + in[13:12] * filter[5:4];
assign out[11:10] = in[11:10] * filter[1:0] + in[13:12] * filter[3:2] + in[15:14] * filter[5:4];
assign out[13:12] = in[13:12] * filter[1:0] + in[15:14] * filter[3:2] + in[17:16] * filter[5:4];
assign out[15:14] = in[15:14] * filter[1:0] + in[17:16] * filter[3:2] + in[19:18] * filter[5:4];
endmodule
module pe_new_12x12(clk,in,filter,out);
input clk;
input [23:0]in;
input [5:0]filter;
output [19:0]out;
assign out[1:0] = in[1:0] * filter[1:0] + in[3:2] * filter[3:2] + in[5:4] * filter[5:4];
assign out[3:2] = in[3:2] * filter[1:0] + in[5:4] * filter[3:2] + in[7:6] * filter[5:4];
assign out[5:4] = in[5:4] * filter[1:0] + in[7:6] * filter[3:2] + in[9:8] * filter[5:4];
assign out[7:6] = in[7:6] * filter[1:0] + in[9:8] * filter[3:2] + in[11:10] * filter[5:4];
assign out[9:8] = in[9:8] * filter[1:0] + in[11:10] * filter[3:2] + in[13:12] * filter[5:4];
assign out[11:10] = in[11:10] * filter[1:0] + in[13:12] * filter[3:2] + in[15:14] * filter[5:4];
assign out[13:12] = in[13:12] * filter[1:0] + in[15:14] * filter[3:2] + in[17:16] * filter[5:4];
assign out[15:14] = in[15:14] * filter[1:0] + in[17:16] * filter[3:2] + in[19:18] * filter[5:4];
assign out[17:16] = in[17:16] * filter[1:0] + in[19:18] * filter[3:2] + in[21:20] * filter[5:4];
assign out[19:18] = in[19:18] * filter[1:0] + in[21:20] * filter[3:2] + in[23:22] * filter[5:4];
endmodule
module top_pe_10x10(clk,in,filter,out);
input clk;
input [199:0]in;
input [17:0]filter;
output [127:0]out;
wire [59:0]out1;
wire [59:0]out2;
wire [59:0]out3;
wire [59:0]out4;
wire [59:0]out5;
wire [59:0]out6;
wire [59:0]out7;
wire [59:0]out8;
pe_new_10x10 pe1(clk,in[19:0],filter[5:0],out1[15:0]);
pe_new_10x10 pe2(clk,in[39:20],filter[11:6],out1[31:16]);
pe_new_10x10 pe3(clk,in[59:40],filter[17:12],out1[47:32]);
assign out[15:0] = out1[47:32] + out1[31:16] + out1[15:0];
pe_new_10x10 pe4(clk,in[39:20],filter[5:0],out2[15:0]);
pe_new_10x10 pe5(clk,in[59:40],filter[11:6],out2[31:16]);
pe_new_10x10 pe6(clk,in[79:60],filter[17:12],out2[47:32]);
assign out[31:16] = out2[47:32] + out2[31:16] + out2[15:0];
pe_new_10x10 pe7(clk,in[59:40],filter[5:0],out3[15:0]);
pe_new_10x10 pe8(clk,in[79:60],filter[11:6],out3[31:16]);
pe_new_10x10 pe9(clk,in[99:80],filter[17:12],out3[47:32]);
assign out[47:32] = out3[47:32] + out3[31:16] + out3[15:0];
pe_new_10x10 pe10(clk,in[79:60],filter[5:0],out4[15:0]);
pe_new_10x10 pe11(clk,in[99:80],filter[11:6],out4[31:16]);
pe_new_10x10 pe12(clk,in[119:100],filter[17:12],out4[47:32]);
assign out[63:48] = out4[47:32] + out4[31:16] + out4[15:0];
pe_new_10x10 pe13(clk,in[99:80],filter[5:0],out5[15:0]);
pe_new_10x10 pe14(clk,in[119:100],filter[11:6],out5[31:16]);
pe_new_10x10 pe15(clk,in[139:120],filter[17:12],out5[47:32]);
assign out[79:64] = out5[47:32] + out5[31:16] + out5[15:0];
pe_new_10x10 pe16(clk,in[119:100],filter[5:0],out6[15:0]);
pe_new_10x10 pe17(clk,in[139:120],filter[11:6],out6[31:16]);
pe_new_10x10 pe18(clk,in[159:140],filter[17:12],out6[47:32]);
assign out[95:80] = out6[47:32] + out6[31:16] + out6[15:0];
pe_new_10x10 pe19(clk,in[139:120],filter[5:0],out7[15:0]);
pe_new_10x10 pe20(clk,in[159:140],filter[11:6],out7[31:16]);
pe_new_10x10 pe21(clk,in[179:160],filter[17:12],out7[47:32]);
assign out[111:96] = out7[47:32] + out7[31:16] + out7[15:0];
pe_new_10x10 pe22(clk,in[159:140],filter[5:0],out8[15:0]);
pe_new_10x10 pe23(clk,in[179:160],filter[11:6],out8[31:16]);
pe_new_10x10 pe24(clk,in[199:180],filter[17:12],out8[47:32]);
assign out[127:112] = out8[47:32] + out8[31:16] + out8[15:0];
endmodule
module top_pe_12x12(clk,in,filter,out);
input clk;
input [287:0]in;
input [17:0]filter;
output [199:0]out;
wire [59:0]out1;
wire [59:0]out2;
wire [59:0]out3;
wire [59:0]out4;
wire [59:0]out5;
wire [59:0]out6;
wire [59:0]out7;
wire [59:0]out8;
wire [59:0]out9;
wire [59:0]out10;
pe_new_12x12 pe1(clk,in[23:0],filter[5:0],out1[19:0]);
pe_new_12x12 pe2(clk,in[47:24],filter[11:6],out1[39:20]);
pe_new_12x12 pe3(clk,in[71:48],filter[17:12],out1[59:40]);
assign out[19:0] = out1[59:40] + out1[39:20] + out1[19:0];
pe_new_12x12 pe4(clk,in[47:24],filter[5:0],out2[19:0]);
pe_new_12x12 pe5(clk,in[71:48],filter[11:6],out2[39:20]);
pe_new_12x12 pe6(clk,in[95:72],filter[17:12],out2[59:40]);
assign out[39:20] = out2[59:40] + out2[39:20] + out2[19:0];
pe_new_12x12 pe7(clk,in[71:48],filter[5:0],out3[19:0]);
pe_new_12x12 pe8(clk,in[95:72],filter[11:6],out3[39:20]);
pe_new_12x12 pe9(clk,in[119:96],filter[17:12],out3[59:40]);
assign out[59:40] = out3[59:40] + out3[39:20] + out3[19:0];
pe_new_12x12 pe10(clk,in[95:72],filter[5:0],out4[19:0]);
pe_new_12x12 pe11(clk,in[119:96],filter[11:6],out4[39:20]);
pe_new_12x12 pe12(clk,in[143:120],filter[17:12],out4[59:40]);
assign out[79:60] = out4[59:40] + out4[39:20] + out4[19:0];
pe_new_12x12 pe13(clk,in[119:96],filter[5:0],out5[19:0]);
pe_new_12x12 pe14(clk,in[143:120],filter[11:6],out5[39:20]);
pe_new_12x12 pe15(clk,in[167:144],filter[17:12],out5[59:40]);
assign out[99:80] = out5[59:40] + out5[39:20] + out5[19:0];
pe_new_12x12 pe16(clk,in[143:120],filter[5:0],out6[19:0]);
pe_new_12x12 pe17(clk,in[167:144],filter[11:6],out6[39:20]);
pe_new_12x12 pe18(clk,in[191:168],filter[17:12],out6[59:40]);
assign out[119:100] = out6[59:40] + out6[39:20] + out6[19:0];
pe_new_12x12 pe19(clk,in[167:144],filter[5:0],out7[19:0]);
pe_new_12x12 pe20(clk,in[191:168],filter[11:6],out7[39:20]);
pe_new_12x12 pe21(clk,in[215:192],filter[17:12],out7[59:40]);
assign out[139:120] = out7[59:40] + out7[39:20] + out7[19:0];
pe_new_12x12 pe22(clk,in[191:168],filter[5:0],out8[19:0]);
pe_new_12x12 pe23(clk,in[215:192],filter[11:6],out8[39:20]);
pe_new_12x12 pe24(clk,in[239:216],filter[17:12],out8[59:40]);
assign out[159:140] = out8[59:40] + out8[39:20] + out8[19:0];
pe_new_12x12 pe25(clk,in[215:192],filter[5:0],out9[19:0]);
pe_new_12x12 pe26(clk,in[239:216],filter[11:6],out9[39:20]);
pe_new_12x12 pe27(clk,in[263:240],filter[17:12],out9[59:40]);
assign out[179:160] = out9[59:40] + out9[39:20] + out9[19:0];
pe_new_12x12 pe28(clk,in[239:216],filter[5:0],out10[19:0]);
pe_new_12x12 pe29(clk,in[263:240],filter[11:6],out10[39:20]);
pe_new_12x12 pe30(clk,in[287:264],filter[17:12],out10[59:40]);
assign out[199:180] = out10[59:40] + out10[39:20] + out10[19:0];
endmodule
```
`flow/run.sh`:
```
#!/bin/bash
# OpenROAD 26Q1-2900-gdf79404cd8, Yosys 0.63+post, stock flow scripts
make -C /OpenROAD-flow-scripts/flow DESIGN_CONFIG=/design/flow/config.mk WORK_HOME=/design/flow/orfs finish
```
==> flow_metrics.py <==
# Physical implementation metrics
metrics = {
    "setup_path": {
        "path_delay_family": "adder cells",
        "crit_path_max_fanout": 3,
        "arrival_ns": 13.71,
        "slowest_stage": "fa_2",
        "crit_start": "in[168]",
        "worst-path-buf-inv": 11,
        "cpPeakStageDelay_ns": 0.61,
        "critPathLaunchType": "primary input",
        "end_kind": "output pin",
        "crit_top_cell": "xnor2_1",
        "critPathKind": "primary input to output pin",
        "required_ns": 14.00,
    },
    "cells_and_area": {
        "final_cell_area_mm2": 0.258,
        "seq_area_um2": 0,
        "drive_gt1_share_pct": 10.7,
        "comb_area_mm2": 0.203,
        "ff_count": 0,
        "n_clock_buffer": 0,
        "fillers": 40657,
        "final_core_util_pct": 58.2,
        "area_growth_pct": 15.6,
    },
    "synthesis": {
        "syn_inst": 31119,
        "ys_seq_share_pct": 0,
        "top_cell": "nand2_1",
        "synth_area_per_cell_um2": 7.17,
        "common_cells": "9100 x nand2_1, 6600 x xnor2_1, 3776 x inv_1, 2884 x fa_1, 1560 x clkbuf_1",
        "top_cell_area_share_pct": 25.9,
        "yosysUniqueCellTypes": 100,
        "synth.area.top_cells": "xnor2_1 26%, fa_1 26%, nand2_1 15%, inv_1 6.4%, ha_1 5.3%",
        "syn-cell-area_mm2": 0.223,
        "ys_chip_area_mm2": 0.223,
        "synth.largest_area_cell": "xnor2_1",
        "synth_warnings": 0,
        "yosys_cells": 31119,
    },
    "floorplan": {
        "die-height_um": 670,
        "die_w_um": 670,
        "initCoreUtil_pct": 50.4,
        "chip_area_mm2": 0.449,
        "core_mm2": 0.443,
        "num_rows": 244,
        "io_pins": 873,
    },
    "job": {
        "maxCapViolCount": 0,
        "warning_count": 54,
    },
    "sta": {
        "period_used_pct": 98.3,
        "tightest_slew_ns": 1.29,
        "fmax_mhz": 58.1,
        "setup_viol": 0,
        "max-slew-margin-rel_pct": 13.6,
        "hold_violations": 0,
        "min_period_ns": 17.21,
        "drv_slew": 0,
        "rsz0062_at_grt": "true",
        "fin_hold_ws_ns": 8.37,
    },
    "grt": {
        "antenna_found_initial": 132,
        "grtUsageTotal_pct": 43.9,
        "met1_usage_pct": 54.5,
        "grt_pass1_vias": 202169,
        "busiest_layer": "met2",
        "met3_usage_pct": 17.4,
        "grt.overflow.total": 0,
        "grt_pass1_wl_mm": 1380,
        "grt_max_degree": 83,
        "met2_usage_pct": 64.8,
    },
    "routing": {
        "ant_nets": 0,
        "route.detailed.drc": 0,
        "via_per_inst": 5.36,
        "vias": 206734,
        "drt_first_pass_iters": 9,
        "routed_wl_mm": 947,
        "routedWlPerCell_um": 24.5,
        "drtIter0Drc": 14414,
    },
    "hold_path": {
        "hold_class": "primary input to output pin",
        "min_from": "filter4[4]",
    },
    "clocking": {
        "holdBufCountCts": 0,
    },
    "status": {
        "status": "completed",
    },
    "placement": {
        "portBuffers": 854,
        "hpwl_mm": 730,
        "place_area_mm2": 0.253,
        "gp_congestion": 1.03,
    },
}
-- placed cells by master, fill, tap and decap left out, types with 181 or more instances in the layout --
| cell type | instances |
|---|---|
| nand2b_1 | 360 |
| buf_12 | 199 |
| o21ai_0 | 181 |
| ha_1 | 927 |
| fa_1 | 2836 |
| xnor2_2 | 194 |
| nand2_1 | 9092 |
| xnor2_1 | 6393 |
| inv_1 | 3772 |
| xor2_1 | 1146 |
| and2_1 | 1268 |
| a21oi_1 | 500 |
| nor2_1 | 372 |
| clkdlybuf4s50_1 | 753 |
| buf_4 | 2485 |
-- area by class of cell --
| class | count | share of cell area (%) |
|---|---|---|
| multi-input cells | 25119 | 78.8 |
| repair buffers | 3636 | 12.6 |
| inverters | 3776 | 5.50 |
| well taps | 5904 | 2.86 |
| diodes | 161 | 0.156 |
-- tightest hold or removal path, stage by stage --
cell,delay (ns)
buf_4,0.20
buf_4,0.32
nand2_1,0.15
xnor2_1,0.15
xnor3_1,0.25
buf_6,0.15
buf_6,0.10
-- timing repair --
action,in CTS,in global routing
pin swaps,47,361
gates cloned,0,9
buffers inserted,6,94
setup endpoints to repair,37,106
gates resized,108,567
-- cells by family after synthesis --
kind of cell | after synthesis | share of synthesized area [%]
compound gates | 1856 | 5.48
mux | 12 | 0.0544
buf+inv | 6000 | 10.3
simple gates | 11588 | 21.8
fa+ha+maj | 3832 | 31.2
xor+xnor | 7831 | 31.1
-- metal layers --
layer,vias up,share of wire [%]
li1,94877,-
met1,99255,36
met2,10090,44
met3,2460,12
met4,52,8.0
met5,-,0.063
-- worst paths after layout --
check	to	slack, ns	depth (start not counted)
max	out1[191]	0.29	46
min	out2[31]	8.37	7
-- metrics by stage --
step	TNS, ns	cells	worst slack, ns
after global placement	-7.84	38327	-0.588
after detailed placement	-8.26	38327	-0.666
after CTS	-0.00858	38333	-0.00858
after global routing	-1.16	38580	-0.0864
final	0	38596	0.294
after floorplan	-0.0367	31119	-0.0367
