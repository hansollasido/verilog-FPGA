<file path="./run.sh">
#!/bin/bash
# OpenROAD 26Q1-2900-gdf79404cd8, Yosys 0.63+post, stock flow scripts
make -C /OpenROAD-flow-scripts/flow DESIGN_CONFIG=/design/flow/config.mk WORK_HOME=/design/flow/orfs finish
</file>
<file path="./config.mk">
export PLATFORM = sky130hd
export DESIGN_NAME = top_nn_f2
export DESIGN_NICKNAME = top_nn_f2
export VERILOG_FILES = /design/flow/design.v
export SDC_FILE = /design/flow/constraint.sdc
export NUM_CORES = 4
export LEC_CHECK = 1
export CORE_UTILIZATION = 30
</file>
<file path="./constraint.sdc">
current_design top_nn_f2

set clk_period 23.2
set clk_io_pct 0.2

create_clock -name clk0 -period $clk_period

set non_clock_inputs [all_inputs -no_clocks]
set_input_delay [expr $clk_period * $clk_io_pct] -clock clk0 $non_clock_inputs
set_output_delay [expr $clk_period * $clk_io_pct] -clock clk0 [all_outputs]
</file>
<file path="./design.v">
module top_nn_f2(clk,in,filter1,filter2,filter3,filter4,out1,out2);
input clk;
input [287:0]in;
input [17:0]filter1;
input [17:0]filter2;
input [17:0]filter3;
input [17:0]filter4;
output [255:0]out1,out2;
wire [199:0]o1,o2;
top_pe_12x12 f0(clk,in,filter1,o1);
top_pe_12x12 f1(clk,in,filter3,o2);
top_pe_10x10 f3(clk,o1,filter1,out1[127:0]);
top_pe_10x10 f4(clk,o1,filter2,out2[127:0]);
top_pe_10x10 f5(clk,o2,filter3,out1[255:128]);
top_pe_10x10 f6(clk,o2,filter4,out2[255:128]);
endmodule
module pe_new_10x10(clk,in,filter,out);
input clk;
input [19:0]in;
input [5:0]filter;
output [15:0]out;
assign out[1:0] = in[1:0] * filter[1:0] + in[3:2] * filter[3:2] + in[5:4] * filter[5:4];
assign out[3:2] = in[3:2] * filter[1:0] + in[5:4] * filter[3:2] + in[7:6] * filter[5:4];
assign out[5:4] = in[5:4] * filter[1:0] + in[7:6] * filter[3:2] + in[9:8] * filter[5:4];
assign out[7:6] = in[7:6] * filter[1:0] + in[9:8] * filter[3:2] + in[11:10] * filter[5:4];
assign out[9:8] = in[9:8] * filter[1:0] + in[11:10] * filter[3:2] + in[13:12] * filter[5:4];
assign out[11:10] = in[11:10] * filter[1:0] + in[13:12] * filter[3:2] + in[15:14] * filter[5:4];
assign out[13:12] = in[13:12] * filter[1:0] + in[15:14] * filter[3:2] + in[17:16] * filter[5:4];
assign out[15:14] = in[15:14] * filter[1:0] + in[17:16] * filter[3:2] + in[19:18] * filter[5:4];
endmodule
module pe_new_12x12(clk,in,filter,out);
input clk;
input [23:0]in;
input [5:0]filter;
output [19:0]out;
assign out[1:0] = in[1:0] * filter[1:0] + in[3:2] * filter[3:2] + in[5:4] * filter[5:4];
assign out[3:2] = in[3:2] * filter[1:0] + in[5:4] * filter[3:2] + in[7:6] * filter[5:4];
assign out[5:4] = in[5:4] * filter[1:0] + in[7:6] * filter[3:2] + in[9:8] * filter[5:4];
assign out[7:6] = in[7:6] * filter[1:0] + in[9:8] * filter[3:2] + in[11:10] * filter[5:4];
assign out[9:8] = in[9:8] * filter[1:0] + in[11:10] * filter[3:2] + in[13:12] * filter[5:4];
assign out[11:10] = in[11:10] * filter[1:0] + in[13:12] * filter[3:2] + in[15:14] * filter[5:4];
assign out[13:12] = in[13:12] * filter[1:0] + in[15:14] * filter[3:2] + in[17:16] * filter[5:4];
assign out[15:14] = in[15:14] * filter[1:0] + in[17:16] * filter[3:2] + in[19:18] * filter[5:4];
assign out[17:16] = in[17:16] * filter[1:0] + in[19:18] * filter[3:2] + in[21:20] * filter[5:4];
assign out[19:18] = in[19:18] * filter[1:0] + in[21:20] * filter[3:2] + in[23:22] * filter[5:4];
endmodule
module top_pe_10x10(clk,in,filter,out);
input clk;
input [199:0]in;
input [17:0]filter;
output [127:0]out;
wire [59:0]out1;
wire [59:0]out2;
wire [59:0]out3;
wire [59:0]out4;
wire [59:0]out5;
wire [59:0]out6;
wire [59:0]out7;
wire [59:0]out8;
pe_new_10x10 pe1(clk,in[19:0],filter[5:0],out1[15:0]);
pe_new_10x10 pe2(clk,in[39:20],filter[11:6],out1[31:16]);
pe_new_10x10 pe3(clk,in[59:40],filter[17:12],out1[47:32]);
assign out[15:0] = out1[47:32] + out1[31:16] + out1[15:0];
pe_new_10x10 pe4(clk,in[39:20],filter[5:0],out2[15:0]);
pe_new_10x10 pe5(clk,in[59:40],filter[11:6],out2[31:16]);
pe_new_10x10 pe6(clk,in[79:60],filter[17:12],out2[47:32]);
assign out[31:16] = out2[47:32] + out2[31:16] + out2[15:0];
pe_new_10x10 pe7(clk,in[59:40],filter[5:0],out3[15:0]);
pe_new_10x10 pe8(clk,in[79:60],filter[11:6],out3[31:16]);
pe_new_10x10 pe9(clk,in[99:80],filter[17:12],out3[47:32]);
assign out[47:32] = out3[47:32] + out3[31:16] + out3[15:0];
pe_new_10x10 pe10(clk,in[79:60],filter[5:0],out4[15:0]);
pe_new_10x10 pe11(clk,in[99:80],filter[11:6],out4[31:16]);
pe_new_10x10 pe12(clk,in[119:100],filter[17:12],out4[47:32]);
assign out[63:48] = out4[47:32] + out4[31:16] + out4[15:0];
pe_new_10x10 pe13(clk,in[99:80],filter[5:0],out5[15:0]);
pe_new_10x10 pe14(clk,in[119:100],filter[11:6],out5[31:16]);
pe_new_10x10 pe15(clk,in[139:120],filter[17:12],out5[47:32]);
assign out[79:64] = out5[47:32] + out5[31:16] + out5[15:0];
pe_new_10x10 pe16(clk,in[119:100],filter[5:0],out6[15:0]);
pe_new_10x10 pe17(clk,in[139:120],filter[11:6],out6[31:16]);
pe_new_10x10 pe18(clk,in[159:140],filter[17:12],out6[47:32]);
assign out[95:80] = out6[47:32] + out6[31:16] + out6[15:0];
pe_new_10x10 pe19(clk,in[139:120],filter[5:0],out7[15:0]);
pe_new_10x10 pe20(clk,in[159:140],filter[11:6],out7[31:16]);
pe_new_10x10 pe21(clk,in[179:160],filter[17:12],out7[47:32]);
assign out[111:96] = out7[47:32] + out7[31:16] + out7[15:0];
pe_new_10x10 pe22(clk,in[159:140],filter[5:0],out8[15:0]);
pe_new_10x10 pe23(clk,in[179:160],filter[11:6],out8[31:16]);
pe_new_10x10 pe24(clk,in[199:180],filter[17:12],out8[47:32]);
assign out[127:112] = out8[47:32] + out8[31:16] + out8[15:0];
endmodule
module top_pe_12x12(clk,in,filter,out);
input clk;
input [287:0]in;
input [17:0]filter;
output [199:0]out;
wire [59:0]out1;
wire [59:0]out2;
wire [59:0]out3;
wire [59:0]out4;
wire [59:0]out5;
wire [59:0]out6;
wire [59:0]out7;
wire [59:0]out8;
wire [59:0]out9;
wire [59:0]out10;
pe_new_12x12 pe1(clk,in[23:0],filter[5:0],out1[19:0]);
pe_new_12x12 pe2(clk,in[47:24],filter[11:6],out1[39:20]);
pe_new_12x12 pe3(clk,in[71:48],filter[17:12],out1[59:40]);
assign out[19:0] = out1[59:40] + out1[39:20] + out1[19:0];
pe_new_12x12 pe4(clk,in[47:24],filter[5:0],out2[19:0]);
pe_new_12x12 pe5(clk,in[71:48],filter[11:6],out2[39:20]);
pe_new_12x12 pe6(clk,in[95:72],filter[17:12],out2[59:40]);
assign out[39:20] = out2[59:40] + out2[39:20] + out2[19:0];
pe_new_12x12 pe7(clk,in[71:48],filter[5:0],out3[19:0]);
pe_new_12x12 pe8(clk,in[95:72],filter[11:6],out3[39:20]);
pe_new_12x12 pe9(clk,in[119:96],filter[17:12],out3[59:40]);
assign out[59:40] = out3[59:40] + out3[39:20] + out3[19:0];
pe_new_12x12 pe10(clk,in[95:72],filter[5:0],out4[19:0]);
pe_new_12x12 pe11(clk,in[119:96],filter[11:6],out4[39:20]);
pe_new_12x12 pe12(clk,in[143:120],filter[17:12],out4[59:40]);
assign out[79:60] = out4[59:40] + out4[39:20] + out4[19:0];
pe_new_12x12 pe13(clk,in[119:96],filter[5:0],out5[19:0]);
pe_new_12x12 pe14(clk,in[143:120],filter[11:6],out5[39:20]);
pe_new_12x12 pe15(clk,in[167:144],filter[17:12],out5[59:40]);
assign out[99:80] = out5[59:40] + out5[39:20] + out5[19:0];
pe_new_12x12 pe16(clk,in[143:120],filter[5:0],out6[19:0]);
pe_new_12x12 pe17(clk,in[167:144],filter[11:6],out6[39:20]);
pe_new_12x12 pe18(clk,in[191:168],filter[17:12],out6[59:40]);
assign out[119:100] = out6[59:40] + out6[39:20] + out6[19:0];
pe_new_12x12 pe19(clk,in[167:144],filter[5:0],out7[19:0]);
pe_new_12x12 pe20(clk,in[191:168],filter[11:6],out7[39:20]);
pe_new_12x12 pe21(clk,in[215:192],filter[17:12],out7[59:40]);
assign out[139:120] = out7[59:40] + out7[39:20] + out7[19:0];
pe_new_12x12 pe22(clk,in[191:168],filter[5:0],out8[19:0]);
pe_new_12x12 pe23(clk,in[215:192],filter[11:6],out8[39:20]);
pe_new_12x12 pe24(clk,in[239:216],filter[17:12],out8[59:40]);
assign out[159:140] = out8[59:40] + out8[39:20] + out8[19:0];
pe_new_12x12 pe25(clk,in[215:192],filter[5:0],out9[19:0]);
pe_new_12x12 pe26(clk,in[239:216],filter[11:6],out9[39:20]);
pe_new_12x12 pe27(clk,in[263:240],filter[17:12],out9[59:40]);
assign out[179:160] = out9[59:40] + out9[39:20] + out9[19:0];
pe_new_12x12 pe28(clk,in[239:216],filter[5:0],out10[19:0]);
pe_new_12x12 pe29(clk,in[263:240],filter[11:6],out10[39:20]);
pe_new_12x12 pe30(clk,in[287:264],filter[17:12],out10[59:40]);
assign out[199:180] = out10[59:40] + out10[39:20] + out10[19:0];
endmodule
</file>
==> metrics.txt <==
# HELP chip_impl_metric Metrics from one implementation run
# TYPE chip_impl_metric gauge
chip_impl_metric{name="critical_path.max_stage_delay",unit="ps"} 840
chip_impl_metric{name="dpl_cell_area",unit="um2"} 281000
chip_impl_metric{name="global_route.overflow_total",unit=""} 0
chip_impl_metric{name="netlist_instances",unit=""} 35900
chip_impl_metric{name="yosys.stat.chipArea",unit="um2"} 257000
chip_impl_metric{name="syn_std_cell_area",unit="um2"} 257000
chip_impl_info{name="hold_class",value="primary input to output port"} 1
chip_impl_metric{name="max_clock_freq",unit="MHz"} 46.7
chip_impl_metric{name="drtPass1Iterations",unit=""} 6
chip_impl_metric{name="initialDrtViolationCount",unit=""} 16700
chip_impl_metric{name="pin_count_of_the_biggest_net_entering_global_routing",unit=""} 74
chip_impl_metric{name="layout.area.seq",unit="um2"} 0
chip_impl_metric{name="grt_pass1_wl",unit="um"} 1600000
chip_impl_metric{name="detail_route.wirelength",unit="um"} 1110000
chip_impl_metric{name="cts_hold_fix_bufs",unit=""} 0
chip_impl_metric{name="final-hold-violation-count",unit=""} 0
chip_impl_metric{name="yosys.area.top_type_share",unit=""} 0.265
chip_impl_metric{name="period_minus_slack",unit="ps"} 21400
chip_impl_metric{name="placement.io_buffers",unit=""} 872
chip_impl_metric{name="grt_antenna_before_repair",unit=""} 300
chip_impl_metric{name="worstPathArrival",unit="ps"} 16760
chip_impl_metric{name="num-fill-cells",unit=""} 90500
chip_impl_metric{name="synthesis.area_per_instance",unit="um2"} 7.16
chip_impl_metric{name="post_placement_setup_slack",unit="ps"} 2050
chip_impl_metric{name="stage_log_warnings",unit=""} 34
chip_impl_metric{name="yosys.stat.seqShare",unit=""} 0
chip_impl_info{name="critical-path-slowest-cell",value="sky130_fd_sc_hd__o41ai_1"} 1
chip_impl_metric{name="setup_slack",unit="ps"} 1800
chip_impl_metric{name="cts.repair_timing.setup_buffer_count",unit=""} 0
chip_impl_metric{name="clock_tree_buffer_count_of_the_final_layout",unit=""} 0
chip_impl_metric{name="grt_use_total",unit=""} 0.265
chip_impl_metric{name="fraction_of_final_layout_cells_sized_beyond_drive_strength_1",unit=""} 0.0433
chip_impl_metric{name="design.core.area",unit="um2"} 853000
chip_impl_metric{name="number_of_global_route_vias_before_repair",unit=""} 221000
chip_impl_metric{name="multi_input_comb_area",unit="um2"} 232000
chip_impl_metric{name="floorplan.rows",unit=""} 339
chip_impl_metric{name="wire_per_inst",unit="um"} 23.7
chip_impl_info{name="run_status",value="complete, no violations"} 1
chip_impl_info{name="top_cells_area",value="sky130_fd_sc_hd__fa_1 26%, sky130_fd_sc_hd__xnor2_1 26%, sky130_fd_sc_hd__nand2_1 16%"} 1
chip_impl_metric{name="synth.lib_cells_used.distinct",unit=""} 89
chip_impl_metric{name="yosysCellCount",unit=""} 35900
chip_impl_info{name="yosys.cell_count.top_type",value="sky130_fd_sc_hd__nand2_1"} 1
chip_impl_metric{name="num_io_pins",unit=""} 873
chip_impl_info{name="path_class",value="primary input to output port"} 1
chip_impl_metric{name="instances_no_fill",unit=""} 47100
chip_impl_metric{name="number_of_gates_resized_after_cts",unit=""} 0
chip_impl_info{name="synth_top_cell_by_area",value="sky130_fd_sc_hd__fa_1"} 1
chip_impl_metric{name="dpl.cell_count",unit=""} 46800
chip_impl_info{name="cp_common_cell",value="sky130_fd_sc_hd__xnor2_1"} 1
chip_impl_info{name="critical_path.endpoint_type",value="output port"} 1
chip_impl_metric{name="die_width",unit="um"} 928
chip_impl_metric{name="place_hpwl",unit="um"} 827000
chip_impl_metric{name="finalSetupViolCount",unit=""} 0
chip_impl_metric{name="fp.dieH",unit="um"} 928
chip_impl_metric{name="design_area",unit="um2"} 281000
chip_impl_metric{name="per_cell_via_count_in_the_routed_design",unit=""} 4.86
chip_impl_metric{name="critical_path.max_fanout",unit=""} 35
chip_impl_info{name="crit_path_start_kind",value="primary input"} 1
chip_impl_metric{name="dr_total_vias",unit=""} 229000
chip_impl_metric{name="layout-area-overhead-vs-synth",unit="%"} 9.49
chip_impl_metric{name="timing.setup.tns",unit="ps"} 0
chip_impl_metric{name="ff_count",unit=""} 0
chip_impl_metric{name="detail_route.drc_violations",unit=""} 0
chip_impl_metric{name="fp_util",unit=""} 0.301
chip_impl_metric{name="floorplan.die_area",unit="um2"} 860000
chip_impl_metric{name="gp_routability_congestion",unit=""} 0.984
chip_impl_info{name="common_cells",value="10.8k x sky130_fd_sc_hd__nand2_1, 7685 x sky130_fd_sc_hd__xnor2_1, 4448 x sky130_fd_sc_hd__inv_1"} 1
chip_impl_metric{name="max-slew-margin-rel",unit=""} 0.343
chip_impl_metric{name="synth.yosys.warnings",unit=""} 0
chip_impl_metric{name="critPathRequiredTime",unit="ps"} 18560
chip_impl_metric{name="measured_slew_at_the_worst_slew_check_pin",unit="ps"} 973
chip_impl_metric{name="finalMaxSlewViolations",unit=""} 0
chip_impl_metric{name="timing.final.crit_share",unit=""} 0.922
chip_impl_info{name="grt_setup_unrepaired",value="no"} 1
chip_impl_metric{name="drt.antenna.violating_nets",unit=""} 0
chip_impl_metric{name="max-cap-violations",unit=""} 0
==> area by class of cell <==
| class | instances | area share |
|---|---|---|
| Timing Repair Buffer | 1997 | 0.0622 |
| Multi-Input combinational cell | 29000 | 0.826 |
| Inverter | 4448 | 0.0593 |
| Antenna cell | 230 | 0.00205 |
| Tap cell | 11400 | 0.0508 |
==> layout by cell type (no fill, tap or decap), types with 25 or more instances in the layout <==
master,Yosys,final
sky130_fd_sc_hd__o21ai_0,266,266
sky130_fd_sc_hd__xor2_2,2,25
sky130_fd_sc_hd__and2_1,1408,1408
sky130_fd_sc_hd__xor2_1,1262,1232
sky130_fd_sc_hd__nand3b_1,25,25
sky130_fd_sc_hd__o31ai_1,34,34
sky130_fd_sc_hd__nor3_1,103,103
sky130_fd_sc_hd__o21ai_1,36,36
sky130_fd_sc_hd__and3_1,36,36
sky130_fd_sc_hd__xnor2_2,1,129
sky130_fd_sc_hd__a211oi_1,40,40
sky130_fd_sc_hd__nand2b_1,264,264
sky130_fd_sc_hd__nor2b_1,130,130
sky130_fd_sc_hd__fa_1,3396,3396
sky130_fd_sc_hd__nand2_1,10800,10800
sky130_fd_sc_hd__nand3_1,116,116
sky130_fd_sc_hd__inv_1,4448,4448
sky130_fd_sc_hd__a21oi_1,669,666
sky130_fd_sc_hd__a31o_2,52,52
sky130_fd_sc_hd__xnor3_1,99,99
sky130_fd_sc_hd__ha_1,1060,1060
sky130_fd_sc_hd__nand4_1,28,28
sky130_fd_sc_hd__buf_12,0,47
sky130_fd_sc_hd__buf_4,0,1106
sky130_fd_sc_hd__o211ai_1,53,53
sky130_fd_sc_hd__o21bai_1,175,175
sky130_fd_sc_hd__a31oi_1,209,208
sky130_fd_sc_hd__o21a_1,112,112
sky130_fd_sc_hd__nor2_1,337,333
sky130_fd_sc_hd__a21o_1,166,166
sky130_fd_sc_hd__o22ai_1,31,31
sky130_fd_sc_hd__xnor2_1,7685,7557
sky130_fd_sc_hd__diode_2,0,230
sky130_fd_sc_hd__buf_2,3,73
sky130_fd_sc_hd__clkdlybuf4s50_1,0,735
==> cells by family (layout without fill, tap and decap cells) <==
| family | Yosys count | count (layout) | synth area share |
|---|---|---|---|
| adder cells (fa/ha/maj) | 4456 | 4456 | 0.316 |
| other | 0 | 230 | 0 |
| buffers and inverters | 6924 | 6445 | 0.101 |
| AND-OR/OR-AND | 2067 | 2067 | 0.0512 |
| AND/OR/NAND/NOR | 13400 | 13400 | 0.217 |
| multiplexers | 6 | 6 | 0.000234 |
| XOR/XNOR | 9057 | 9057 | 0.315 |
==> routing by layer <==
| metal | share of wire | track usage | vias to the layer above | routed length, um |
|---|---|---|---|---|
| li1 | - | - | 105000 | - |
| met1 | 0.37 | 0.322 | 110000 | 412000 |
| met2 | 0.41 | 0.377 | 10900 | 457000 |
| met5 | 0.0012 | 0.00406 | - | 1320 |
| met4 | 0.076 | 0.152 | 189 | 84800 |
| met3 | 0.14 | 0.138 | 2328 | 159000 |
==> final timing paths <==
check | from | to | cells after the start
min | filter2[17] | out2[127] | 5
max | in[192] | out2[95] | 44
==> stage by stage <==
| stage | util | hold WS [ps] |
|---|---|---|
| global placement | 0.329 | 10510 |
| floorplan | - | 9820 |
| finish | 0.330 | 10520 |
| global route | 0.329 | 10510 |
| detailed placement | 0.329 | 10510 |
| CTS | 0.329 | 10510 |
==> worst max-delay path: cells and delay by family <==
kind	cells	cell delay [ps]
compound gates	12	3530
xor+xnor	12	1990
fa+ha+maj	8	3120
buf+inv	8	2730
simple gates	4	580
