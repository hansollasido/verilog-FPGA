$ cat flow/config.mk
export PLATFORM = sky130hd
export DESIGN_NAME = top_nn
export DESIGN_NICKNAME = top_nn
export VERILOG_FILES = /design/flow/design.v
export SDC_FILE = /design/flow/constraint.sdc
export NUM_CORES = 4
export LEC_CHECK = 1
export CORE_UTILIZATION = 50
$ cat flow/design.v
module top_nn(clk,in,filter1,filter2,filter3,filter4,out1,out2);
input clk;
input [287:0]in;
input [17:0]filter1;
input [17:0]filter2;
input [17:0]filter3;
input [17:0]filter4;
output [383:0]out1,out2;
wire [199:0]o1,o2,o3;
top_pe_12x12 f0(clk,in,filter1,o1);
top_pe_12x12 f1(clk,in,filter3,o2);
top_pe_12x12 f2(clk,in,filter2,o3);
top_pe_10x10 f3(clk,o1,filter1,out1[127:0]);
top_pe_10x10 f4(clk,o1,filter2,out2[127:0]);
top_pe_10x10 f5(clk,o2,filter3,out1[255:128]);
top_pe_10x10 f6(clk,o2,filter4,out2[255:128]);
top_pe_10x10 f7(clk,o3,filter2,out1[383:256]);
top_pe_10x10 f8(clk,o3,filter2,out2[383:256]);
endmodule
module pe_new_10x10(clk,in,filter,out);
input clk;
input [19:0]in;
input [5:0]filter;
output [15:0]out;
assign out[1:0] = in[1:0] * filter[1:0] + in[3:2] * filter[3:2] + in[5:4] * filter[5:4];
assign out[3:2] = in[3:2] * filter[1:0] + in[5:4] * filter[3:2] + in[7:6] * filter[5:4];
assign out[5:4] = in[5:4] * filter[1:0] + in[7:6] * filter[3:2] + in[9:8] * filter[5:4];
assign out[7:6] = in[7:6] * filter[1:0] + in[9:8] * filter[3:2] + in[11:10] * filter[5:4];
assign out[9:8] = in[9:8] * filter[1:0] + in[11:10] * filter[3:2] + in[13:12] * filter[5:4];
assign out[11:10] = in[11:10] * filter[1:0] + in[13:12] * filter[3:2] + in[15:14] * filter[5:4];
assign out[13:12] = in[13:12] * filter[1:0] + in[15:14] * filter[3:2] + in[17:16] * filter[5:4];
assign out[15:14] = in[15:14] * filter[1:0] + in[17:16] * filter[3:2] + in[19:18] * filter[5:4];
endmodule
module pe_new_12x12(clk,in,filter,out);
input clk;
input [23:0]in;
input [5:0]filter;
output [19:0]out;
assign out[1:0] = in[1:0] * filter[1:0] + in[3:2] * filter[3:2] + in[5:4] * filter[5:4];
assign out[3:2] = in[3:2] * filter[1:0] + in[5:4] * filter[3:2] + in[7:6] * filter[5:4];
assign out[5:4] = in[5:4] * filter[1:0] + in[7:6] * filter[3:2] + in[9:8] * filter[5:4];
assign out[7:6] = in[7:6] * filter[1:0] + in[9:8] * filter[3:2] + in[11:10] * filter[5:4];
assign out[9:8] = in[9:8] * filter[1:0] + in[11:10] * filter[3:2] + in[13:12] * filter[5:4];
assign out[11:10] = in[11:10] * filter[1:0] + in[13:12] * filter[3:2] + in[15:14] * filter[5:4];
assign out[13:12] = in[13:12] * filter[1:0] + in[15:14] * filter[3:2] + in[17:16] * filter[5:4];
assign out[15:14] = in[15:14] * filter[1:0] + in[17:16] * filter[3:2] + in[19:18] * filter[5:4];
assign out[17:16] = in[17:16] * filter[1:0] + in[19:18] * filter[3:2] + in[21:20] * filter[5:4];
assign out[19:18] = in[19:18] * filter[1:0] + in[21:20] * filter[3:2] + in[23:22] * filter[5:4];
endmodule
module top_pe_10x10(clk,in,filter,out);
input clk;
input [199:0]in;
input [17:0]filter;
output [127:0]out;
wire [59:0]out1;
wire [59:0]out2;
wire [59:0]out3;
wire [59:0]out4;
wire [59:0]out5;
wire [59:0]out6;
wire [59:0]out7;
wire [59:0]out8;
pe_new_10x10 pe1(clk,in[19:0],filter[5:0],out1[15:0]);
pe_new_10x10 pe2(clk,in[39:20],filter[11:6],out1[31:16]);
pe_new_10x10 pe3(clk,in[59:40],filter[17:12],out1[47:32]);
assign out[15:0] = out1[47:32] + out1[31:16] + out1[15:0];
pe_new_10x10 pe4(clk,in[39:20],filter[5:0],out2[15:0]);
pe_new_10x10 pe5(clk,in[59:40],filter[11:6],out2[31:16]);
pe_new_10x10 pe6(clk,in[79:60],filter[17:12],out2[47:32]);
assign out[31:16] = out2[47:32] + out2[31:16] + out2[15:0];
pe_new_10x10 pe7(clk,in[59:40],filter[5:0],out3[15:0]);
pe_new_10x10 pe8(clk,in[79:60],filter[11:6],out3[31:16]);
pe_new_10x10 pe9(clk,in[99:80],filter[17:12],out3[47:32]);
assign out[47:32] = out3[47:32] + out3[31:16] + out3[15:0];
pe_new_10x10 pe10(clk,in[79:60],filter[5:0],out4[15:0]);
pe_new_10x10 pe11(clk,in[99:80],filter[11:6],out4[31:16]);
pe_new_10x10 pe12(clk,in[119:100],filter[17:12],out4[47:32]);
assign out[63:48] = out4[47:32] + out4[31:16] + out4[15:0];
pe_new_10x10 pe13(clk,in[99:80],filter[5:0],out5[15:0]);
pe_new_10x10 pe14(clk,in[119:100],filter[11:6],out5[31:16]);
pe_new_10x10 pe15(clk,in[139:120],filter[17:12],out5[47:32]);
assign out[79:64] = out5[47:32] + out5[31:16] + out5[15:0];
pe_new_10x10 pe16(clk,in[119:100],filter[5:0],out6[15:0]);
pe_new_10x10 pe17(clk,in[139:120],filter[11:6],out6[31:16]);
pe_new_10x10 pe18(clk,in[159:140],filter[17:12],out6[47:32]);
assign out[95:80] = out6[47:32] + out6[31:16] + out6[15:0];
pe_new_10x10 pe19(clk,in[139:120],filter[5:0],out7[15:0]);
pe_new_10x10 pe20(clk,in[159:140],filter[11:6],out7[31:16]);
pe_new_10x10 pe21(clk,in[179:160],filter[17:12],out7[47:32]);
assign out[111:96] = out7[47:32] + out7[31:16] + out7[15:0];
pe_new_10x10 pe22(clk,in[159:140],filter[5:0],out8[15:0]);
pe_new_10x10 pe23(clk,in[179:160],filter[11:6],out8[31:16]);
pe_new_10x10 pe24(clk,in[199:180],filter[17:12],out8[47:32]);
assign out[127:112] = out8[47:32] + out8[31:16] + out8[15:0];
endmodule
module top_pe_12x12(clk,in,filter,out);
input clk;
input [287:0]in;
input [17:0]filter;
output [199:0]out;
wire [59:0]out1;
wire [59:0]out2;
wire [59:0]out3;
wire [59:0]out4;
wire [59:0]out5;
wire [59:0]out6;
wire [59:0]out7;
wire [59:0]out8;
wire [59:0]out9;
wire [59:0]out10;
pe_new_12x12 pe1(clk,in[23:0],filter[5:0],out1[19:0]);
pe_new_12x12 pe2(clk,in[47:24],filter[11:6],out1[39:20]);
pe_new_12x12 pe3(clk,in[71:48],filter[17:12],out1[59:40]);
assign out[19:0] = out1[59:40] + out1[39:20] + out1[19:0];
pe_new_12x12 pe4(clk,in[47:24],filter[5:0],out2[19:0]);
pe_new_12x12 pe5(clk,in[71:48],filter[11:6],out2[39:20]);
pe_new_12x12 pe6(clk,in[95:72],filter[17:12],out2[59:40]);
assign out[39:20] = out2[59:40] + out2[39:20] + out2[19:0];
pe_new_12x12 pe7(clk,in[71:48],filter[5:0],out3[19:0]);
pe_new_12x12 pe8(clk,in[95:72],filter[11:6],out3[39:20]);
pe_new_12x12 pe9(clk,in[119:96],filter[17:12],out3[59:40]);
assign out[59:40] = out3[59:40] + out3[39:20] + out3[19:0];
pe_new_12x12 pe10(clk,in[95:72],filter[5:0],out4[19:0]);
pe_new_12x12 pe11(clk,in[119:96],filter[11:6],out4[39:20]);
pe_new_12x12 pe12(clk,in[143:120],filter[17:12],out4[59:40]);
assign out[79:60] = out4[59:40] + out4[39:20] + out4[19:0];
pe_new_12x12 pe13(clk,in[119:96],filter[5:0],out5[19:0]);
pe_new_12x12 pe14(clk,in[143:120],filter[11:6],out5[39:20]);
pe_new_12x12 pe15(clk,in[167:144],filter[17:12],out5[59:40]);
assign out[99:80] = out5[59:40] + out5[39:20] + out5[19:0];
pe_new_12x12 pe16(clk,in[143:120],filter[5:0],out6[19:0]);
pe_new_12x12 pe17(clk,in[167:144],filter[11:6],out6[39:20]);
pe_new_12x12 pe18(clk,in[191:168],filter[17:12],out6[59:40]);
assign out[119:100] = out6[59:40] + out6[39:20] + out6[19:0];
pe_new_12x12 pe19(clk,in[167:144],filter[5:0],out7[19:0]);
pe_new_12x12 pe20(clk,in[191:168],filter[11:6],out7[39:20]);
pe_new_12x12 pe21(clk,in[215:192],filter[17:12],out7[59:40]);
assign out[139:120] = out7[59:40] + out7[39:20] + out7[19:0];
pe_new_12x12 pe22(clk,in[191:168],filter[5:0],out8[19:0]);
pe_new_12x12 pe23(clk,in[215:192],filter[11:6],out8[39:20]);
pe_new_12x12 pe24(clk,in[239:216],filter[17:12],out8[59:40]);
assign out[159:140] = out8[59:40] + out8[39:20] + out8[19:0];
pe_new_12x12 pe25(clk,in[215:192],filter[5:0],out9[19:0]);
pe_new_12x12 pe26(clk,in[239:216],filter[11:6],out9[39:20]);
pe_new_12x12 pe27(clk,in[263:240],filter[17:12],out9[59:40]);
assign out[179:160] = out9[59:40] + out9[39:20] + out9[19:0];
pe_new_12x12 pe28(clk,in[239:216],filter[5:0],out10[19:0]);
pe_new_12x12 pe29(clk,in[263:240],filter[11:6],out10[39:20]);
pe_new_12x12 pe30(clk,in[287:264],filter[17:12],out10[59:40]);
assign out[199:180] = out10[59:40] + out10[39:20] + out10[19:0];
endmodule
$ cat flow/constraint.sdc
current_design top_nn

set clk_period 17.5
set clk_io_pct 0.2

create_clock -name clk0 -period $clk_period

set non_clock_inputs [all_inputs -no_clocks]
set_input_delay [expr $clk_period * $clk_io_pct] -clock clk0 $non_clock_inputs
set_output_delay [expr $clk_period * $clk_io_pct] -clock clk0 [all_outputs]
$ cat flow/run.sh
#!/bin/bash
# OpenROAD 26Q1-2900-gdf79404cd8, Yosys 0.63+post, stock flow scripts
make -C /OpenROAD-flow-scripts/flow DESIGN_CONFIG=/design/flow/config.mk WORK_HOME=/design/flow/orfs finish
==> results.cfg <==
; implementation run metrics
[outcome]
status = finished, violations left
failed_checks = max-capacitance violations, max-slew violations

[cells_and_area]
comb_area_um2 = 323000
fillers = 60000
seq_area_um2 = 0
layout-drive-gt1-share_pct = 15.0
syn_to_final_growth_pct = 21.4
clock_buffer_count = 0
seq_cells = 0

[global_route]
gr-total-overflow = 0
grt_pass1_wl_mm = 2650
antenna_found_initial = 297
grt_pass1_vias = 346000
grt_max_degree = 79
grtUsageTotal_pct = 56.1

[min_path]
hold_class = in -> out

[final_timing]
worstMarginPinSlew_ps = 1500
hold_viol_final = 0
fin_setup_tns_ps = 0
period_minus_slack_ps = 17360
finalSetupViolations = 0
maxSlewViolCount = 2
setup_slack_ps = 138
holdWs_ps = 8000
rsz0062_at_grt = yes
fmax_ghz = 0.0576
post-route-period-util_pct = 99.2
relSlewSlack_pct = -0.742

[synthesis]
top_area_share_pct = 26.0
ys_cells = 49300
synth_cells = 49300
avgSynthCellArea_um2 = 7.14
ys_area_um2 = 352000
yosys.stat.seqShare_pct = 0
ys_types = 91
yosys-top-cells-count = 14700 x nand2_1, 10500 x xnor2_1, 5824 x inv_1, 4500 x fa_1, 2564 x clkbuf_1
top_cell = nand2_1
topCellsByArea = xnor2_1 26%, fa_1 26%, nand2_1 16%
synth.largest_area_cell = xnor2_1
synth_area_um2 = 352000
synth_warnings = 0

[route]
drt_iter0_drc = 33100
route.met2.wl_mm = 713
drc = 0
met3_length_mm = 361
via_per_inst = 5.65
wl_per_cell_um = 30.5
maxUsedRoutingLayer = met5
ant_nets = 0
firstDrtPassIters = 7
drt-total-wl_mm = 1920
num_vias = 356000
wl_met1_mm = 635

[critical_path]
crit_required_ps = 14000
crit_path_max_fanout = 16
cpPeakStageDelay_ps = 630
crit_path_end_kind = output port
cp.arrival_ps = 13860
startpoint_type = primary input
worstSetupPathType = in -> out
cpMaxStageDelayCell = fa_2

[placed_design]
dp_slack_ps = -867
portBuffers = 1128
place.gp.congestion = 1.14
hpwl_mm = 1510

[clock_network]
cts_hold_buf = 0

[die]
core_area_um2 = 700000
die_y_um = 841
pin_count = 1129
initCoreUtil_pct = 50.3
dieArea_um2 = 707000
std_cell_rows = 307
die_w_um = 841

[job]
tool_warnings = 37
maxCapViolCount = 1
[final cells by class]
| cell class | count | share of cell area (%) |
|---|---|---|
| multi-input combinational | 39900 | 75.7 |
| tap | 9270 | 2.71 |
| timing repair buffer | 7682 | 16.3 |
| inverter | 5825 | 5.11 |
| antenna | 331 | 0.194 |
[kinds of logic (layout without fill, tap and decap cells)]
kind of cell,count (synthesis),count (layout),share of synthesized area [%]
AND/OR/NAND/NOR,18300,18300,21.7
buffers and inverters,9398,13500,10.2
AND-OR/OR-AND,3114,3114,5.65
XOR/XNOR,12400,12400,31.3
adder cells (fa/ha/maj),6060,6060,31.1
multiplexers,22,22,0.0629
other,0,331,0
[cell usage in the layout (no fill, tap or decap), types with 40 or more instances in the layout]
cell type,netlist,routed
xnor2_1,10500,10100
o21ai_0,428,320
nand3_1,113,109
o21ai_2,0,41
nor2b_1,174,161
a211oi_1,76,57
a21o_1,234,232
xnor3_1,115,105
a21oi_2,0,111
ha_2,0,46
o21a_1,151,150
nor2_1,612,563
buf_12,0,618
o21ai_1,45,109
buf_4,128,5722
and3_1,67,67
o211ai_1,72,72
fa_1,4500,4407
nand2b_1,390,389
buf_6,1,175
nand4_1,40,40
nand2_1,14700,14600
o32ai_1,55,46
xor2_2,1,54
nor3_1,141,134
o22ai_1,51,50
a31oi_1,311,299
and2_1,1977,1974
clkdlybuf4s50_1,0,878
inv_1,5824,5810
buf_2,4,114
fa_2,0,93
xnor2_2,1,376
xor2_1,1791,1725
a31o_2,77,75
o21bai_1,215,198
ha_1,1560,1492
buf_8,0,59
a21oi_1,1010,877
diode_2,0,331
[worst paths after layout]
check / from / end / slack (ps) / depth (start not counted)
worst max-delay path: filter2[7] / out1[335] / 140 / 47
worst min-delay path: filter4[5] / out2[255] / 8000 / 7
[worst max-delay path, delay by kind of cell]
kind / cells / cell delay [ps]
buffers and inverters: 16 / 2700
AND-OR/OR-AND: 6 / 1140
XOR/XNOR: 12 / 1990
AND/OR/NAND/NOR: 5 / 830
adder cells (fa/ha/maj): 8 / 3580
[stage by stage]
step           instance area [um^2]  util [%]  instances
2_1_floorplan                352000         -      49300
3_3_place_gp                 417000      59.5      62400
3_5_place_dp                 417000      59.5      62400
4_1_cts                      420000      59.9      62500
5_1_grt                      427000      61.0      62800
6_report                     427000      61.0      63000
[per-layer routing]
metal | global-route usage, % | up-vias
met5 | 8.77 | -
met1 | 65.2 | 170000
met3 | 38.7 | 6732
met4 | 44.1 | 264
met2 | 70.2 | 25000
li1 | - | 155000
[timing repair]
item | 4_1_cts | 5_1_grt
cloned | 8 | 21
gates resized | 398 | 1170
buffers inserted | 73 | 183
pin swaps | 196 | 799
setup endpoints to repair | 89 | 179
